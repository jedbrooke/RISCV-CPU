$ cat config.mk
export PLATFORM = sky130hd
export DESIGN_NAME = ID
export DESIGN_NICKNAME = ID
export VERILOG_FILES = /design/flow/design.v
export SDC_FILE = /design/flow/constraint.sdc
export NUM_CORES = 4
export LEC_CHECK = 1
export CORE_UTILIZATION = 30
$ cat constraint.sdc
current_design ID

set clk_period 22.3
set clk_io_pct 0.2

create_clock -name clk0 -period $clk_period [get_ports {clk}]

set non_clock_inputs [all_inputs -no_clocks]
set_input_delay [expr $clk_period * $clk_io_pct] -clock clk0 $non_clock_inputs
set_output_delay [expr $clk_period * $clk_io_pct] -clock clk0 [all_outputs]
$ cat design.v
`timescale 1ns / 1ps
(* KEEP_HIERARCHY = "YES" *) 
module ALU_CONTROL(
    instruction,ALUOp,ALU_control
    );
`timescale 1ns / 1ps
    input [31:0] instruction;
    input [1:0] ALUOp;
    output reg [3:0] ALU_control;
    wire funct7bit = instruction[30];
    wire [2:0] funct3 = instruction[14:12];
    reg [3:0] alu_control_branch;
    always @* begin
        case(funct3)
            {3'b000}: alu_control_branch = {4'b0100};  
            {3'b001}: alu_control_branch = {1'b1,{3'b100}};  
            {3'b100}: alu_control_branch = {4'b0010};
            {3'b101}: alu_control_branch = {1'b1,{3'b010}};
            {3'b110}: alu_control_branch = {4'b0011};
            {3'b111}: alu_control_branch = {1'b1,{3'b011}};
            default: alu_control_branch = {4'b0100};
        endcase
    end
    always @* begin
        case(ALUOp)
            {2'b11}: ALU_control = {4'b1110};
            {2'b01}: ALU_control = alu_control_branch;
            {2'b10}: ALU_control = {(instruction[6:0] == {7'b0110011}) ? funct7bit : 1'b0,funct3};
            {2'b00}: ALU_control = {4'b0000};
        endcase
    end
endmodule
`timescale 1ns / 1ps
(* KEEP_HIERARCHY = "YES" *) 
module ID #(parameter WIDTH = 32)(
    instruction,
    write_data,
    immediate,
    rs1_data,
    rs2_data,
    branch,
    memRead,
    memToReg,
    ALUControl,
    memWrite,
    ALUSrc,
    memControl,
    clk,
    rst
    );
    input [31:0] instruction;
    input [WIDTH-1:0] write_data;
    output [WIDTH-1:0] immediate;
    output [WIDTH-1:0] rs1_data;
    output [WIDTH-1:0] rs2_data;
    output branch;
    output memRead;
    output memToReg;
    output [3:0] ALUControl;
    output memWrite;
    output ALUSrc;
    output [2:0] memControl;
    input clk;
    input rst;
    wire regWrite;
    wire [1:0] ALUOp;
    control control(
        .opcode(instruction[6:0]),
        .branch(branch),
        .memRead(memRead),
        .memToReg(memToReg),
        .ALUOp(ALUOp),
        .memWrite(memWrite),
        .ALUSrc(ALUSrc),
        .regWrite(regWrite)
    );
    register_file #(.WIDTH(WIDTH)) reg_file (
        .rs1_addr(instruction[19:15]),
        .rs2_addr(instruction[24:20]),
        .rd_addr(instruction[11:7]),
        .rs1_data(rs1_data),
        .rs2_data(rs2_data),
        .regWrite(regWrite),
        .write_data(write_data),
        .clk(clk),
        .rst(rst)
    );
    immediate_generator #(.WIDTH(WIDTH))immgen (
        .instruction(instruction),
        .immediate(immediate)
    );
     ALU_CONTROL alu_c(
        .instruction(instruction),
        .ALUOp(ALUOp),
        .ALU_control(ALUControl)
     );
     mem_signals ms(
        .opcode(instruction[6:0]),
        .func3(instruction[14:12]),
        .memControl(memControl)
     );
endmodule
`timescale 1ns / 1ps
(* KEEP_HIERARCHY = "YES" *) 
module control(
    input [6:0] opcode,
    output reg branch,
    output reg memRead,
    output reg memToReg,
    output reg [1:0] ALUOp,
    output reg memWrite,
    output reg ALUSrc,
    output reg regWrite
    );
`timescale 1ns / 1ps
    always @* begin
        case(opcode)  
            {7'b0110011}: ALUSrc = 1'b0; 
            {7'b0010011}: ALUSrc = 1'b1;
            {7'b0000011}: ALUSrc = 1'b1;
            {7'b0100011}: ALUSrc = 1'b1;
            {7'b1100011}: ALUSrc = 1'b0;
            default: ALUSrc = ALUSrc;
        endcase
        case(opcode)  
            {7'b0000011}: memToReg = 1'b1;
            default: memToReg = 1'b0;
        endcase
        case(opcode)  
            {7'b0110011}: regWrite = 1'b1;
            {7'b0010011}: regWrite = 1'b1;
            {7'b0000011}: regWrite = 1'b1;
            {7'b0100011}: regWrite = 1'b0;
            {7'b1100011}: regWrite = 1'b0;
            default: regWrite = 1'b0;
        endcase
        case(opcode)  
            {7'b0000011}: memRead = 1'b1;
            default: memRead = 1'b0;
        endcase
        case(opcode)  
            {7'b0100011}: memWrite = 1'b1;
            default: memWrite = 1'b0;
        endcase
        case(opcode)  
            {7'b1100011}: branch = 1'b1;
            {7'b1101111}: branch = 1'b1;
            default: branch = 1'b0;
        endcase
        case(opcode)  
            {7'b0110011}: ALUOp = {2'b10};
            {7'b0010011}: ALUOp = {2'b10};
            {7'b0000011}: ALUOp = {2'b00};
            {7'b0100011}: ALUOp = {2'b00};
            {7'b1100011}: ALUOp = {2'b01};
            {7'b1101111}: ALUOp = {2'b11};
            default: ALUOp = 2'b00;
        endcase
    end
endmodule
`timescale 1ns / 1ps
(* KEEP_HIERARCHY = "YES" *) 
module immediate_generator #(parameter WIDTH=32)(
    input [31:0] instruction,
    output reg [WIDTH-1:0] immediate
    );
    `timescale 1ns / 1ps
    wire [6:0] opcode = instruction[6:0];
    wire [WIDTH-1:0] R_imm = {WIDTH{1'b0}};
    wire [WIDTH-1:0] I_imm = {{(WIDTH-12){instruction[31]}},instruction[31:20]};
    wire [WIDTH-1:0] S_imm = {{(WIDTH-12){instruction[31]}},instruction[31:25],instruction[11:7]};
    wire [WIDTH-1:0] B_imm = {{(WIDTH-12){instruction[31]}},instruction[31],instruction[7],instruction[30:25],instruction[11:8]};
    wire [WIDTH-1:0] U_imm = {instruction[31:12],{(WIDTH-20){1'b0}}};
    wire [WIDTH-1:0] J_imm = {{(WIDTH-20){instruction[31]}},instruction[31],instruction[19:12],instruction[20],instruction[30:21]};
    always @* begin
        case(opcode)
            {7'b0110011}:  immediate = R_imm;
            {7'b0010011}: immediate = I_imm;
            {7'b0000011}: immediate = I_imm;
            {7'b0100011}:  immediate = S_imm;
            {7'b1100011}:  immediate = B_imm;
            {7'b0110111}:  immediate = U_imm;
            {7'b1101111}:  immediate = J_imm;
            default: immediate = {WIDTH{1'b0}};
        endcase
    end
endmodule
`timescale 1ns / 1ps
(* KEEP_HIERARCHY = "YES" *) 
module mem_signals(
    opcode,func3,memControl
    );
`timescale 1ns / 1ps
    input [6:0] opcode;
    input [2:0] func3;
    output reg [2:0] memControl;
    reg [2:0] memControl_load;
    reg [2:0] memControl_store;
    always @* begin
        case(func3)
            {3'b000}: memControl_load <= {3'b000};
            {3'b100}: memControl_load <= {3'b100};
            {3'b001}: memControl_load <= {3'b001};
            {3'b101}: memControl_load <= {3'b101};
            {3'b010}: memControl_load <= {3'b010};
            {3'b110}: memControl_load <= {3'b110};
            {3'b011}: memControl_load <= {3'b011};
            default: memControl_load <= 3'b0;
        endcase
        case(func3)
            {3'b000}: memControl_store <= {3'b000};
            {3'b001}: memControl_store <= {3'b001};
            {3'b010}: memControl_store <= {3'b010};
            {3'b011}: memControl_store <= {3'b011};
            default: memControl_store <= 3'b0;
        endcase
        case(opcode)
            {7'b0000011}: memControl <= memControl_load;
            {7'b0100011}: memControl <= memControl_store;
            default: memControl <= 3'b0;
        endcase
    end
endmodule
`timescale 1ns / 1ps
(* KEEP_HIERARCHY = "YES" *) 
module register_file #(parameter WIDTH=32) (
    rs1_addr, rs2_addr, rd_addr, rs1_data, rs2_data, write_data, regWrite, rst, clk
    );
    input [4:0] rs1_addr;
    input [4:0] rs2_addr;
    input [4:0] rd_addr;
    input [WIDTH-1:0] write_data;
    input regWrite;
    output reg [WIDTH-1:0] rs1_data;
    output reg [WIDTH-1:0] rs2_data;
    input rst;
    input clk;
    integer i;
    reg [WIDTH-1:0] registers [0:30];  
    initial begin
        for(i = 0; i < 31; i=i+1) begin
            registers[i] = i+1;
        end
    end
    always @* begin
        if (rst) begin
            rs1_data <= {WIDTH{1'b0}};
            rs2_data <= {WIDTH{1'b0}};
        end else begin
            rs1_data <= (rs1_addr == 0) ? {WIDTH{1'b0}} : registers[rs1_addr - 1];  
            rs2_data <= (rs2_addr == 0) ? {WIDTH{1'b0}} : registers[rs2_addr - 1];  
        end
    end
    always @(posedge clk) begin
         if (regWrite) begin
            if (rd_addr != 0) begin
                registers[rd_addr - 1] <= write_data; 
            end 
        end
    end
endmodule
$ cat run.sh
#!/bin/bash
# OpenROAD 26Q1-2900-gdf79404cd8, Yosys 0.63+post, stock flow scripts
make -C /OpenROAD-flow-scripts/flow DESIGN_CONFIG=/design/flow/config.mk WORK_HOME=/design/flow/orfs finish
==> out/qor.yml <==
status:
  status: "finished, final reports clean"
timing:
  setup_viol_count_final: 0
  period_used_pct: 60.7
  maxSlewHeadroom_pct: 35.3
  max_slew.worst_pin.slew_ns: 0.966
  fin_tns_setup_ns: 0
  unclocked_regs: 1
  untimed_endpoints: 2
  timing.fmax_mhz: 73.9
  hold_viol_final: 0
  fin_ws_ns: 8.77
  min_period_ns: 13.53
  drv_slew: 0
  grt_setup_unrepaired: "false"
power:
  pwr-share-clk_pct: 41.6
  p_switching_uw: 981
  p_int_uw: 3290
  p_sw_share_pct: 23.0
  leakage_uw: 0.0172
  power.density_mw_per_mm2: 77.9
  vdd_drop_max_uv: 59.0
  sequentialPowerShare_pct: 48.1
  comb_power_share_pct: 10.4
finish:
  design_area_mm2: 0.0549
  final_util_pct: 35.5
  drive_gt1_share_pct: 28.5
  synthToLayoutAreaGrowth_pct: 17.4
synthesis:
  synth-cells-yosys: 2474
  async_flop_share_pct: 0
  postSynthCellCount: 2474
  synth_area_mm2: 0.0467
  edf_count: 992
  synth_flops: 993
  avgSynthCellArea_um2: 18.9
  yosysWarnings: 5
  ys_types: 61
  ys_chip_area_mm2: 0.0467
  synth_top_flop_cell: "edfxtp_1"
worst_setup_path:
  path_class: "input port to output pin"
  worstPathArrival_ns: 9.07
  worstSetupEndpointType: "output pin"
  cp_max_fo: 49
  slowest_stage: "buf_4"
  cp_slowest_stage_delay_ns: 0.69
  crit_chain: "buf_8 -> inv_1 -> ha_4 -> xor2_4 -> buf_4 -> buf_4 -> buf_4 -> mux4_2 -> nand3_1 -> and3_1 -> o21ai_1 -> clkdlybuf4s50_1"
  startpoint_type: "input port"
  crit_required_ns: 17.84
  crit_path_frequent_cell: "buf_4"
cts:
  cts_tree: "built"
  cts-hold-fix-buffers: 0
  cts_resized: 0
  postCtsSetupRepairBufs: 0
  clockRootBuffer: "clkbuf_16"
  path_clk_slew_ns: 0.06
  clock_path_buffers: 3
  numCtsBuffers: 101
  cts_max_level: 3
drt:
  drcViolationCount: 0
  wl_per_cell_um: 30.3
  drt.antenna.violating_nets: 0
  first_pass_iters: 13
  wirelength_um: 146000
  via_count: 26800
  drt_iter0_markers: 1778
  vias_per_cell: 5.56
grt:
  grt_first_pass_wirelength_um: 210000
  grt_antenna_before_repair: 6
  grt_max_degree: 53
  gr-usage-all-layers_pct: 20.0
  grt_pass1_vias: 29500
  gr-total-overflow: 0
floorplanning:
  ios: 174
  die_w_um: 397
  die_h_um: 397
  fp.coreArea_mm2: 0.154
  initial_utilization_pct: 30.3
  chipArea_mm2: 0.157
  fp-row-count: 144
place:
  place_hpwl_um: 85200
  placed_cell_area_mm2: 0.0514
  gp_congestion: 0.887
  place_ws_ns: 8.73
  port_buffers: 173
run:
  log.warning_count: 25
  cap_violations: 0
min_path:
  min_path_type: "input port to register"
==> placed cells by master, fill, tap and decap left out, types with 25 or more instances in the layout <==
cell / count
o22a_1: 62
mux2i_1: 184
nor2_1: 42
clkdlybuf4s50_1: 171
nand2b_1: 29
buf_4: 129
nor2_4: 31
o21ai_0: 27
clkbuf_16: 103
nand2_1: 63
edfxtp_1: 992
mux4_2: 441
a211oi_1: 84
a21oi_1: 55
nand4_1: 25
==> final cells by class <==
class / count / area, µm²
fill: 14100 / 99500
sequential: 993 / 29800
multi-input combinational: 1274 / 16300
timing repair buffer: 302 / 2710
clock buffer: 125 / 2660
tap: 2044 / 2560
clock inverter: 63 / 798
inverter: 9 / 33.8
antenna: 1 / 2.50
==> synthesized netlist by cell type, types with 5 or more instances <==
master / count / area [µm²]
o22a_1: 62 / 543
and3_1: 14 / 87.6
mux2i_1: 184 / 1840
o31ai_1: 10 / 75.1
xor2_1: 5 / 43.8
clkbuf_1: 91 / 342
a222oi_1: 6 / 60.1
a221o_1: 8 / 80.1
buf_4: 21 / 158
edfxtp_1: 992 / 29800
o22ai_1: 15 / 93.8
nand4_1: 25 / 156
a22o_1: 7 / 61.3
o21ai_0: 27 / 135
a21o_1: 14 / 105
nor3_1: 22 / 110
o21ai_1: 9 / 45.0
a221oi_1: 14 / 123
mux4_2: 441 / 9930
a21oi_1: 55 / 275
nor2b_1: 20 / 125
nand2b_1: 29 / 181
mux2_2: 12 / 135
buf_2: 76 / 380
or3_1: 6 / 37.5
nor2_1: 73 / 274
nand2_1: 63 / 236
inv_1: 9 / 33.8
buf_1: 5 / 18.8
nand3_1: 20 / 100
nand3b_1: 5 / 37.5
a211oi_1: 84 / 631
==> worst max-delay path, delay by kind of cell <==
family          cells  cell delay, ns
mux                 1            0.33
xor+xnor            1            0.11
compound gates      1            0.60
buf+inv             6            2.88
simple gates        2            0.28
fa+ha+maj           1            0.23
==> kinds of logic after synthesis <==
family,share of synthesized area (%)
AOI/OAI and AO/OA,5.10
xor gates and xnor gates,0.150
adders and majority gates,0.0536
buffers and inverters,2.09
DFF,63.8
latches,0.0321
muxes,25.5
and+or+nand+nor,3.26
==> layer usage <==
layer / wire length, µm / share of wire, % / global-route usage (%)
met4: 4990 / 3.4 / 5.35
met1: 47700 / 33 / 22.4
met3: 23000 / 16 / 14.1
met2: 69600 / 48 / 30.6
met5: 357 / 0.25 / 1.94
==> through the flow <==
stage / cells / hold WS, ns / power, µW
after floorplan: 2474 / 4.56 / 2340
after global placement: 4622 / 5.29 / 2540
after detailed placement: 4622 / 5.29 / 2540
after CTS: 4810 / 4.54 / 4300
after global routing: 4810 / 4.58 / 4400
final: 4811 / 4.57 / 4270
==> path summary, 6_finish.rpt <==
check	cells after the start	from	endpoint
max	12	instruction[15]	rs1_data[17]
min	2	write_data[3]	reg_file.registers[0][3]$_DFFE_PP_
==> flip-flops by register name, summed over array words and instances, names as in the netlist <==
register,cells
reg_file.registers,992
control.ALUSrc,1
==> power groups by stage <==
stage                 Combinational [µW]  Clock [µW]  Sequential [µW]
after CTS                            448        1800             2050
final                                444        1780             2050
after global routing                 475        1870             2050
Power figures rest on the tool's default switching activity, not on a simulated workload.
