<file path="/design/flow/config.mk">
export PLATFORM = sky130hd
export DESIGN_NAME = add_and_subtract
export DESIGN_NICKNAME = add_and_subtract
export VERILOG_FILES = /design/flow/design.v
export SDC_FILE = /design/flow/constraint.sdc
export NUM_CORES = 4
export LEC_CHECK = 1
export CORE_AREA = 10 10 93 93
export DIE_AREA = 0 0 103 103
</file>
<file path="/design/flow/constraint.sdc">
current_design add_and_subtract

set clk_period 24.8
set clk_io_pct 0.2

create_clock -name clk0 -period $clk_period

set non_clock_inputs [all_inputs -no_clocks]
set_input_delay [expr $clk_period * $clk_io_pct] -clock clk0 $non_clock_inputs
set_output_delay [expr $clk_period * $clk_io_pct] -clock clk0 [all_outputs]
</file>
<file path="/design/flow/design.v">
`timescale 1ns / 1ps
(* KEEP_HIERARCHY = "YES" *) 
module add_and_subtract #(parameter WIDTH=32)(
   a,b,cout,sum,subtract
    );
    input [WIDTH-1:0] a;
    input [WIDTH-1:0] b;
    output cout;
    output [WIDTH-1:0] sum;
    input subtract;
    wire [WIDTH-1:0] carry;
    assign carry[0] = subtract;
    generate
        genvar i;
        for (i = 0; i < WIDTH; i=i+1) begin
            if( i == WIDTH - 1) begin
                full_adder fa(.a(a[i]), .b(b[i] ^ subtract), .cin(carry[i]), .cout(cout),       .sum(sum[i]) );
            end else begin
                full_adder fa(.a(a[i]), .b(b[i] ^ subtract), .cin(carry[i]), .cout(carry[i+1]), .sum(sum[i]) );
            end 
        end
    endgenerate
endmodule
`timescale 1ns / 1ps
(* KEEP_HIERARCHY = "YES" *) 
module full_adder(
    input a,
    input b,
    input cin,
    output sum,
    output cout
    );
    wire c1;
    wire c2;
    wire s1;
    half_adder h1( .a(a), .b(b), .cout(c1), .sum(s1) );
    half_adder h2( .a(s1), .b(cin), .cout(c2), .sum(sum) );
    assign cout = c1 | c2;
endmodule
`timescale 1ns / 1ps
(* KEEP_HIERARCHY = "YES" *) 
module half_adder(
    input a,
    input b,
    output sum,
    output cout
    );
    assign sum = a ^ b;
    assign cout = a & b;
endmodule
</file>
<file path="/design/flow/run.sh">
#!/bin/bash
# OpenROAD 26Q1-2900-gdf79404cd8, Yosys 0.63+post, stock flow scripts
make -C /OpenROAD-flow-scripts/flow DESIGN_CONFIG=/design/flow/config.mk WORK_HOME=/design/flow/orfs finish
</file>
==> summary.txt <==
Hold Path Origin: subtract
Layout area overhead: 53.9%
Std-Cell Rows: 30
Max Cap Viol: 0
Finish-stage setup viols: 0
VDD IR max: 0.0120 mV
DP Area: 0.00224 sq mm
final hold slack: 10.77 ns
DR vias: 1058
largest fanout on the critical path: 2
crit path DRT: 19.84 ns
antenna violations before repair: 1
overall die area: 0.0106 sq mm
yosys cell count: 161
gp weighted congestion: 0.726
layout cell share with drive strength beyond 1: 1.79%
post-CTS setup buffers: 0
Ports: 98
Avg Synthesized Cell Area: 9.05 sq um
critical path's most frequent cell: fa_1
CTS-repair resized insts: 0
Seq share, synth: 0%
most frequent logic cells in the routed design: 97 x clkdlybuf4s50_1, 61 x inv_1, 31 x fa_1
largest net degree at the start of global routing: 31
Register Area: 0 sq um
Least-Margin Pin Slew: 0.522 ns
Chip Area, Yosys: 0.00146 sq mm
dominant logic cell type in the layout: clkdlybuf4s50_1
fp_density: 21.6%
Core Area: 0.00676 sq mm
AND-OR/OR-AND Cells, Area Fraction: 0%
Hold Vio Cnt, Final: 0
grt total ovfl: 0
routed vias/inst: 3.47
Routed Antenna Nets: 0
Top non-seq family: adder cells
FMAX: 43.0 MHz
die height: 103 um
Simple-Gate Fraction of Synth Area: 0%
Fillers: 699
synthesized instance count: 161
Critical Path Max Stage Delay: 0.51 ns
DRC: 0
Synth Warn #: 0
max-slew headroom at the worst pin: 65.2%
flop count: 0
Worst Hold End: sum[1]
Crit-path slowest cell: clkdlybuf4s50_1
Multiplexer share: 0.687%
Final HPWL DP: 3.27 mm
RSZ-0062 raised after global routing: no
Worst EP arrival: 18.29 ns
# clk buffers: 0
Worst setup SP type: input port
drt first pass iters: 1
WHS Path Cells: 5
wire per inst: 11.2 um
min cycle time layout: 23.25 ns
DRT Wirelength: 3.42 mm
yosys adder share: 42.6%
Final Power: 0.0000691 W
die width: 103 um
Static Leak: 1.03 nW
finished layout cell area: 0.00224 sq mm
Worst Setup Path Type: in -> out
Comb area: 926 sq um
overall routing resource usage: 6.56%
hold-fix buffers at CTS: 0
First DRT Iteration DRCs: 0
Cell Area, Synth: 0.00146 sq mm
pwr/cell area: 30.8 mW/mm^2
yosys xor share: 20.3%
status: complete, no violations
Netlist cell types: 10
Final Max Slew Viols: 0
Final Cycle Share: 93.7%
CP Capture Type: output port
HP Class: in -> out
port bufs: 98
OpenROAD warnings: 32
vias in the first global route: 1216
first-pass GRT wire length: 5.59 mm
Setup TNS: 0 ns
-- how the worst max path moves through the flow --
stage,from,to,slack [ns],cells past startpoint
after CTS,b[0],sum[31],1.42,35
after global routing,b[1],sum[31],1.04,35
final,b[0],sum[31],1.55,35
-- metal layers --
| metal | up-vias | global-route usage (%) | routed length (um) |
|---|---|---|---|
| met5 | - | 0 | 0 |
| met4 | 0 | 0 | 0 |
| met3 | 0 | 2.91 | 560 |
| met2 | 61 | 11.4 | 1560 |
| met1 | 483 | 7.80 | 1300 |
| li1 | 514 | - | - |
-- stage by stage --
step           instances  util [%]  setup slack, ns
2_1_floorplan        161         -             2.39
3_3_place_gp         304      33.1             1.48
3_5_place_dp         304      33.1             1.44
4_1_cts              304      33.1             1.42
5_1_grt              304      33.1             1.04
6_report             305      33.2             1.55
-- power by group --
part               internal (W)         total (W)  switching (W)
Combinational         0.0000477         0.0000691      0.0000214
Sequential                    0                 0              0
Clock          0.00000000000539  0.00000000000539              0
-- cells in the mapped netlist, drive strengths merged --
master / number / share of area (%)
fa: 31 / 43
inv: 61 / 16
buf: 36 / 21
mux2i: 1 / 0.69
xnor2: 30 / 19
xor2: 2 / 1.2
-- logic make-up (layout without fill, tap and decap cells) --
group | Yosys count | count (layout)
xor gates and xnor gates | 32 | 32
adders and majority gates | 31 | 31
buffers and inverters | 97 | 160
muxes | 1 | 1
other | 0 | 1
-- area by class of cell --
| cell class | count | area share, % |
|---|---|---|
| diodes | 1 | 0.112 |
| well taps | 80 | 4.47 |
| inverters | 61 | 10.2 |
| repair buffers | 99 | 43.9 |
| multi-input cells | 64 | 41.3 |
-- critical path, delay by kind of cell --
kind | cells | cell delay, ns
adders and majority gates | 31 | 12.24
buffers and inverters | 3 | 1.01
muxes | 1 | 0.10
Power is estimated from default activity; no workload was simulated.
