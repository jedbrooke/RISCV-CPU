### design.v
`timescale 1ns / 1ps
(* KEEP_HIERARCHY = "YES" *) 
module WB #(parameter WIDTH = 32) (
    data_read,
    alu_data,
    memToReg,
    writeback_data,
    clk
    );
	input [WIDTH-1:0] data_read;
	input [WIDTH-1:0] alu_data;
	input memToReg;
	input clk;
	output reg [WIDTH-1:0] writeback_data;
	always @* begin
	   writeback_data <= memToReg ? data_read : alu_data;
	end
endmodule
### run.sh
#!/bin/bash
# OpenROAD 26Q1-2900-gdf79404cd8, Yosys 0.63+post, stock flow scripts
make -C /OpenROAD-flow-scripts/flow DESIGN_CONFIG=/design/flow/config.mk WORK_HOME=/design/flow/orfs finish
### config.mk
export PLATFORM = sky130hd
export DESIGN_NAME = WB
export DESIGN_NICKNAME = WB
export VERILOG_FILES = /design/flow/design.v
export SDC_FILE = /design/flow/constraint.sdc
export NUM_CORES = 4
export LEC_CHECK = 1
export CORE_AREA = 10 10 71 71
export DIE_AREA = 0 0 81 81
### constraint.sdc
current_design WB

set clk_period 1.0
set clk_io_pct 0.2

create_clock -name clk0 -period $clk_period

set non_clock_inputs [all_inputs -no_clocks]
set_input_delay [expr $clk_period * $clk_io_pct] -clock clk0 $non_clock_inputs
set_output_delay [expr $clk_period * $clk_io_pct] -clock clk0 [all_outputs]
==> impl_metrics.py <==
# Generated from Yosys and OpenROAD reports
metrics = {
    "worst_hold_path": {
        "hp-class": "in -> out",
    },
    "yosys": {
        "ys_top_logic_family": "multiplexers",
        "syn-cell-area_um2": 544,
        "ys_sh_simple": 0,
        "synth.avg_cell_area_um2": 15.1,
        "synthAoiAreaFrac": 0,
        "fa_ha_area_frac": 0,
        "synth_chip_area_um2": 544,
        "xor_share": 0,
        "syn_inst": 36,
        "ys_seq_frac": 0,
        "ys_types": 4,
        "ys_cells": 36,
        "ys_sh_mux": 0.869,
        "ys_warn_count": 1,
    },
    "grt": {
        "grt_antenna_before_repair": 0,
        "grt_usage": 0.0808,
        "use_met1": 0.0948,
        "grt_pass1_vias": 787,
        "use_met3": 0.0323,
        "grtUsageMet2": 0.144,
        "grt_overflow": 0,
        "grt_most_used_layer": "met2",
        "grt_max_degree": 9,
        "grt_first_pass_wirelength_mm": 4.18,
    },
    "die": {
        "core-area_um2": 3630,
        "rows": 22,
        "die_area_um2": 6560,
        "fp.dieH_um": 81,
        "core_util_floorplan": 0.150,
        "die-width_um": 81,
        "pin_count": 98,
    },
    "setup_path": {
        "cp_cell_sequence": "buf_16 > buf_16 > mux2_4 > buf_6",
        "cpPeakStageDelay_ns": 0.30,
        "crit_top_cell": "buf_16",
        "worstSetupEndpointType": "primary output",
        "cp_top_family": "buffers and inverters",
        "crit_arrival_ns": 0.89,
        "cp_slowest_cell": "mux2_4",
        "cp.required_ns": 0.80,
        "start_kind": "input port",
        "critPathMaxFanout": 8,
        "path_class": "in -> out",
        "path_buffers": 3,
    },
    "detailed_routing": {
        "wirelength_mm": 2.95,
        "drc_errors": 0,
        "ant_nets": 0,
        "avgViaCountPerCell": 3.84,
        "wl_per_cell_um": 16.0,
        "drt-initial-drc-count": 7,
        "vias": 706,
        "drt_first_pass_iters": 2,
        "diodes": 0,
    },
    "sta": {
        "finalCritPeriodShare": 1.09,
        "timing.fmax_ghz": 0.917,
        "fin_crit_ns": 1.09,
        "slew_violations": 0,
        "whs_ns": 0.770,
        "finalWorstSetupSlack_ns": -0.0908,
        "tightest_slew_ns": 0.110,
        "hold_viol_final": 0,
        "timing.slew.headroom": 0.926,
        "rsz0062_at_grt": "yes",
        "finalSetupTns_ns": -2.61,
        "setup_violations": 31,
    },
    "place": {
        "hpwl_mm": 2.53,
        "finalWeightedCongestion": 0.809,
        "dp_cells": 180,
        "portBuffers": 97,
        "pre_cts_ws_ns": -0.519,
    },
    "pwr": {
        "p_per_area_nw_per_um2": 397,
        "ir_worst_vdd_uv": 170,
        "power.leakage_nw": 0.860,
    },
    "layout": {
        "lay_top_count": "dlygate4sd2_1",
        "flops": 0,
        "finalNonFillerCells": 184,
        "drive_gt1_frac": 0.529,
        "syn_to_final_growth_pct": 193,
        "final-comb-area_um2": 480,
        "fillers": 369,
        "final_cell_mix": "dlygate4sd2_1 (62), mux2_4 (32), buf_6 (23)",
        "register_area_um2": 0,
        "num-clock-buffers": 0,
    },
    "job": {
        "warning_count": 35,
        "cap_viol_max_count": 0,
    },
    "status": {
        "status": "finished with violations",
        "violations": "negative setup slack",
    },
}
==> cells in the mapped netlist, drive strengths merged <==
cell   n  area, um^2
mux2  32         473
buf    4        71.3
==> stage by stage <==
stage                     instance area [um^2]  total power [mW]  utilization
after detailed placement                  1550             0.662        0.426
after CTS                                 1530             0.604        0.421
after global routing                      1590             0.676        0.438
after global placement                    1550             0.659        0.426
after floorplan                            544             0.206            -
final                                     1590             0.632        0.438
==> final timing paths <==
check / from / endpoint / cells past startpoint
max: memToReg / writeback_data[25] / 4
min: data_read[29] / writeback_data[29] / 3
==> power breakdown <==
part	leakage [nW]	switching, mW	internal, mW
clock network	0	0	0
registers	0	0	0
logic	0.860	0.142	0.490
total	0.860	0.142	0.490
==> layout make-up <==
type,instances,share of cell area
timing repair buffer,104,0.661
multi-input combinational,32,0.302
tap,48,0.0377
==> cell families after synthesis <==
group	after synthesis
buffers and inverters	4
muxes	32
==> routing by layer <==
layer	part of all wire	wire [um]
met1	0.38	1110
met2	0.51	1490
met3	0.12	347
met4	0	0
met5	0	0
==> what timing repair did <==
item | in CTS | in global routing
setup buffers | 0 | 0
hold buffers | 0 | 0
resized | 185 | 11
gates cloned | 4 | 0
endpoints found under the setup margin | 32 | 32
No activity file was given, so power comes from the tool's default toggle rates.
